`design.v`:
```
module ClockDivider(cin,cout);
input cin;
output reg cout;
reg[18:0] count     = 19'd0;
parameter D         = 400000;          
always @(posedge cin) begin
    if (count >= D-1) begin              
        count <= 19'd0;
        cout  <= ~cout;                  
    end else begin
        count <= count + 19'd1;
    end
end
endmodule
module LAB3(input sys_clk, input reset, input [1:0] SW, output [2:0] lSignal, output [2:0] rSignal, output [3:0] back, output [6:0] Error);
reg [2:0] left = 3'b111;
reg [2:0] right = 3'b111;
wire clk;
int countL = 0;
int countR = 0;
ClockDivider clock(sys_clk, clk);
always @ (posedge clk) begin
	if ((~SW[0] && ~SW[1]) || (SW[0] && SW[1]) || reset) begin
		left <= 3'b111;
		right <= 3'b111;
		countL <= 0;
		countR <= 0;
	end
	else if (SW[0] && ~SW[1] && countL < 3) begin
		countR <= 0;
		if (left == 3'b0 && countL < 2) begin
			left <= 3'b111;
			countL <= countL + 1;
		end
		else begin
			left <= left << 1;
		end
	end
	else if (~SW[0] && SW[1] && countR < 3) begin
		countL <= 0;
		if (right == 3'b0 && countR < 2) begin
			right <= 3'b111;
			countR <= countR + 1;
		end
		else begin
			right <= right << 1;
		end
	end
end
assign lSignal[2:0] = ~left;
assign rSignal [2:0] = ~right;
assign Error[0] = ~(SW[0] && SW[1]);
assign Error[1] = 1;
assign Error[2] = 1;
assign Error[3] = ~(SW[0] && SW[1]);
assign Error[4] = ~(SW[0] && SW[1]);
assign Error[5] = ~(SW[0] && SW[1]);
assign Error[6] = ~(SW[0] && SW[1]);
assign back[3:0] = 0;
endmodule 
```
`run.sh`:
```
#!/bin/bash
# OpenROAD 26Q1-2900-gdf79404cd8, Yosys 0.63+post, stock flow scripts
make -C /OpenROAD-flow-scripts/flow DESIGN_CONFIG=/design/flow/config.mk WORK_HOME=/design/flow/orfs finish
```
`config.mk`:
```
export PLATFORM = sky130hd
export DESIGN_NAME = LAB3
export DESIGN_NICKNAME = LAB3
export VERILOG_FILES = /design/flow/design.v
export SDC_FILE = /design/flow/constraint.sdc
export NUM_CORES = 4
export LEC_CHECK = 1
export CORE_UTILIZATION = 30
```
`constraint.sdc`:
```
current_design LAB3

set clk_period 3.9
set clk_io_pct 0.2

create_clock -name clk0 -period $clk_period [get_ports {sys_clk}]

set non_clock_inputs [all_inputs -no_clocks]
set_input_delay [expr $clk_period * $clk_io_pct] -clock clk0 $non_clock_inputs
set_output_delay [expr $clk_period * $clk_io_pct] -clock clk0 [all_outputs]
```
==> reports/summary.rpt <==
======================================================================================
Share of cells above drive strength 1                                            3.32%
Post-route cell area                                                          4690 um2
Tmin final                                                                     2.82 ns
Vias after detailed routing                                                       3192
Fraction of the mapped netlist area in adder cells                               1.74%
Longest individual stage delay on the worst path                               0.48 ns
CTS HTree Levels                                                                     1
Buffers from clock root to sink, at most                                             2
Yosys cell count                                                                   508
Upper clock frequency limit                                                    355 MHz
Worst slew pin tran                                                           0.738 ns
Count of unclocked register or latch pins                                           70
Total clock buffers created by CTS                                                   3
Worst EP arrival                                                               2.04 ns
Buffer type at the clock tree root                                           clkbuf_16
Core utilization before placement                                                30.9%
Top comb family, area                                                     simple AND/OR/NAND/NOR gates
YS warnings                                                                          2
Number of vias per cell after detailed routing                                    4.61
Antenna diode instance count                                                         0
Clock slew at the register clock pins of the worst setup and hold paths        0.05 ns
Run status                                                                   completed
Count of mapped cells out of synthesis                                             508
Largest net degree at the start of global routing                                   72
Async S/R FF share, synth                                                           0%
Mux share                                                                       0.232%
Endpoints left unconstrained                                                        76
Flip-flop and latch count after synthesis                                           90
Site row count                                                                      43
Chip Height                                                                     122 um
Detail Route Antenna Nets                                                            0
Sum of overflow across all layers after global routing                               0
Number of cells upsized or downsized after cts                                       0
Sequence of cells on the critical path                                    clkdlybuf4s50_1, ha_1, inv_1, clkdlybuf4s50_1
Post-CTS setup buffers                                                               0
Number of synthesized flops with an enable pin                                       1
Routability congestion estimate                                                  0.831
Die Outline Area                                                             14900 um2
Final setup TNS                                                                   0 ns
Avg Cell Area, Syn                                                            8.50 um2
Antenna violations before repair                                                     0
Most common flop cell mapped by yosys                                          dfxtp_1
Average wire per standard cell                                                 11.0 um
Area fraction in compound gates after synthesis                                  4.46%
CTS tree                                                                          done
Required time reported for the critical path endpoint                          3.12 ns
Number of DRC markers in iteration 0                                               227
All-layer global routing usage                                                   10.6%
Sum of net half-perimeters after detailed placement                            5520 um
Largest clock skew in the final design                                      0.00313 ns
Kind of start point of the critical path                                     input pin
Critical-path maximum fanout                                                         5
Placed instance area                                                          4580 um2
Post-synthesis share of cell area spent on and, or, nand and nor gates           31.1%
Final standard cell utilization of the core                                      33.5%
Warning total across the stage logs                                                 27
I/O pin total                                                                       21
Final number of max-transition violations                                            0
Wire length of the first global-routing pass                                  13200 um
DR pass1 iterations                                                                  4
Part of the cycle the worst path needs                                           72.2%
Leading cell types in the layout, fill and taps excluded                  nor2_1 (104), dfxtp_1 (89), xnor2_1 (38), xor2_1 (37), nand2_1 (35)
# hold bufs at CTS                                                                   0
Areal power density over the cells                                          111 nW/um2
Headroom to the max-slew limit                                                   50.4%
Cell type of the slowest stage on the worst timing path                   clkdlybuf4s50_1
Number of different library cells in the post-synthesis netlist                     43
Final Setup Violations                                                               0
Cell leakage power                                                          0.00163 uW
Port Buffers                                                                        14
CP dominant cell by count                                                 clkdlybuf4s50_1
Post-synthesis instance area                                                  4320 um2
Total Wirelength                                                               7610 um
Seq share, synth                                                                 41.9%
Number of max-cap violations                                                         0
Max VDD drop                                                                    274 uV
Hold Crit Class                                                             reg -> reg
Worst-skew pair later-pin latency                                              0.25 ns
XOR/XNOR Fraction of Synth Area                                                  15.2%
Area Overhead vs Synth                                                           8.57%
Vias in the first global route                                                    2963
Number of design rule violations left after detail routing                           0
Critical path start-end classification                                       in -> out
Chip Width                                                                      122 um
Sum of buffers and inverters on the critical path                                    3
Area of the core region                                                      14000 um2
Hold Vio Cnt, Final                                                                  0
Yosys chip area                                                               4320 um2
Crit. End Element                                                         primary output
Unrepaired setup endpoints after global routing                                     no
Most frequent logic cell in the layout                                          nor2_1
Dominant delay contributor by cell family on the critical path            buffers and inverters
======================================================================================
power breakdown:
part / switching [uW] / leakage (uW) / internal [uW] / total (uW)
registers: 0 / 0.000729 / 206 / 206
logic: 26.8 / 0.000848 / 14.4 / 41.2
clock network: 69.6 / 0.0000511 / 203 / 273
synth_stat cells, drive strengths merged (15+ instances only):
library cell	instances	share of area, %
nand4	29	4.2
nor3	16	1.9
dfxtp	89	41
nor2	104	9.0
nand3	30	3.5
nand2	36	3.5
xor2	37	7.5
buf	15	2.8
nor4	17	3.1
inv	20	1.7
xnor2	38	7.7
and3	19	2.8
metrics by stage:
| step | setup slack (ns) | cells | hold WS [ns] | power (uW) |
|---|---|---|---|---|
| detailed placement | 1.07 | 688 | 0.433 | 253 |
| global route | 0.995 | 692 | 0.477 | 541 |
| global placement | 1.11 | 688 | 0.424 | 252 |
| CTS | 1.08 | 692 | 0.447 | 526 |
| finish | 1.08 | 692 | 0.448 | 520 |
| floorplan | 1.99 | 512 | 0.413 | 247 |
routing by layer:
metal / up-vias / track usage (%) / wire length [um] / part of all wire (%)
met3: 4 / 0.382 / 91 / 1.2
met5: - / 0 / 0 / 0
met2: 26 / 17.7 / 3450 / 45
li1: 1723 / - / - / -
met4: 0 / 0.772 / 46 / 0.60
met1: 1439 / 16.2 / 4020 / 53
sequential cells by signal (all words and copies together), names as in the netlist:
name / cells
clock.cout: 1
right: 3
clock.count: 19
left: 3
countR: 32
countL: 32
cell families after synthesis:
logic type / Yosys count
simple gates: 269
flops: 90
xor+xnor: 75
buf+inv: 42
compound gates: 23
fa+ha+maj: 6
other cells: 2
mux: 1
path summary, 6_finish.rpt:
| check | startpoint | end | slack, ns | depth (start not counted) |
|---|---|---|---|---|
| setup reg to reg | clock.count[0] | clock.cout | 1.73 | 7 |
| setup / recovery | SW[0] | Error[4] | 1.08 | 4 |
| hold / removal | clock.count[0] | clock.count[0] | 0.45 | 1 |
| hold reg to reg | clock.count[0] | clock.count[0] | 0.45 | 1 |
final cells by class:
class	count	area (um2)
fill	1414	9300
multi-input combinational	380	2300
sequential	90	1810
tap	180	225
timing repair buffer	18	170
clock buffer	3	75.1
inverter	20	75.1
clock inverter	1	30.0
Power and IR drop assume default switching activity.
