===== ./design.v =====
module Lab4(input [3:0] SW, input reset, input sys_clk, output [6:0] HEX1, output [6:0] HEX0);
int stale5  = 0;
int stale10 = 0;
int stale20 = 0;
reg SDCtrl = 0;
reg [6:0] timer = 7'd0;
reg [3:0] time1 = 4'd0;
reg [3:0] time0 = 4'd0;
reg [1:0] second = 2'd0;
reg [31:0] count = 32'd0;
parameter D = 25000000;
assign HEX1[0] = (time1 == 1 || time1 == 4) || SDCtrl;
assign HEX1[1] = (time1 == 5 || time1 == 6) || SDCtrl;
assign HEX1[2] = (time1 == 2) || SDCtrl;
assign HEX1[3] = (time1 == 1 || time1 == 4 || time1 == 7) || SDCtrl;
assign HEX1[4] = ~(time1 == 0 || time1 == 2 || time1 == 6 || time1 == 8) || SDCtrl;
assign HEX1[5] = (time1 == 1 || time1 == 2 || time1 == 3 || time1 == 7) || SDCtrl;
assign HEX1[6] = (time1 == 0 || time1 == 1 || time1 == 7) || SDCtrl;
assign HEX0[0] = (time0 == 1 || time0 == 4) || SDCtrl;
assign HEX0[1] = (time0 == 5 || time0 == 6) || SDCtrl;
assign HEX0[2] = (time0 == 2) || SDCtrl;
assign HEX0[3] = (time0 == 1 || time0 == 4 || time0 == 7) || SDCtrl;
assign HEX0[4] = ~(time0 == 0 || time0 == 2 || time0 == 6 || time0 == 8) || SDCtrl;
assign HEX0[5] = (time0 == 1 || time0 == 2 || time0 == 3 || time0 == 7) || SDCtrl;
assign HEX0[6] = (time0 == 0 || time0 == 1 || time0 == 7) || SDCtrl;
always @ (posedge sys_clk) begin
	if (!reset) begin
		timer = 7'd0;
		time1 = 4'd0;
		time0 = 4'd0;
		stale5  = 0;
		stale10 = 0;
		stale20 = 0;
		count = 0;
		SDCtrl = 0;
	end
	if (timer == 0) begin
			SDCtrl = 0;
	end
	if (SW[3] || timer > 0) begin
		if (count < (D + D)) begin
			count = count + 32'd1;
		end
		else begin
			count = 0;
		end
		if ((count == D + D - 1) && (timer > 0)) begin
			timer = timer - 1;
			if (time0 == 0) begin
				time1 = time1 - 1;
				time0 = 9;
			end
			else begin
				time0 = time0 - 1;
			end
		end
		if ((timer <= 10) && (count == D || count == D + D - 1)) begin
			SDCtrl = ~SDCtrl;
		end
	end
	if ((SW[2] && (stale20 == 0) && ((timer + 20) > 99)) || (SW[1] && (stale10 == 0) && ((timer + 10) > 99)) || (SW[0] && (stale5 == 0) && ((timer + 5) > 99))) begin
		time1 = 9;
		time0 = 9;
		timer = 99;
	end
	if (SW[2] && (stale20 == 0) && ((timer + 20) <= 99)) begin
		time1 = time1 + 2;
		timer = timer + 20;
		stale20 = 1;
	end
	if (SW[1] && (stale10 == 0) && ((timer + 10) <= 99)) begin
		time1 = time1 + 1;
		timer = timer + 10;
		stale10 = 1;
	end
	if (SW[0] && (stale5 == 0) && ((timer + 5) <= 99)) begin
		if (time0 == 5) begin
			time1 = time1 + 1;
			time0 = 0;
		end
		else begin
			time0 = time0 + 5;
		end
		timer = timer + 5;
		stale5 = 1;
	end
	if (~SW[2]) begin
		stale20 = 0;
	end
	if (~SW[1]) begin
		stale10 = 0;
	end
	if (~SW[0]) begin
		stale5 = 0;
	end
end
endmodule

===== ./run.sh =====
#!/bin/bash
# OpenROAD 26Q1-2900-gdf79404cd8, Yosys 0.63+post, stock flow scripts
make -C /OpenROAD-flow-scripts/flow DESIGN_CONFIG=/design/flow/config.mk WORK_HOME=/design/flow/orfs finish

===== ./config.mk =====
export PLATFORM = sky130hd
export DESIGN_NAME = Lab4
export DESIGN_NICKNAME = Lab4
export VERILOG_FILES = /design/flow/design.v
export SDC_FILE = /design/flow/constraint.sdc
export NUM_CORES = 4
export LEC_CHECK = 1
export CORE_UTILIZATION = 40

===== ./constraint.sdc =====
current_design Lab4

set clk_period 15.4
set clk_io_pct 0.2

create_clock -name clk0 -period $clk_period [get_ports {sys_clk}]

set non_clock_inputs [all_inputs -no_clocks]
set_input_delay [expr $clk_period * $clk_io_pct] -clock clk0 $non_clock_inputs
set_output_delay [expr $clk_period * $clk_io_pct] -clock clk0 [all_outputs]

==> results.toml <==
# yosys + openroad results
[run_status]
outcome = "finished clean"

[detailed_routing]
via_count = 7233
vias_per_cell = 5.72
drcViolationCount = 0
final_antenna_net_count = 0
first_iter_violations = 660
drt-wirelength-per-cell_um = 16.2
antenna_cells_inserted = 0
firstDrtPassIters = 5
routed_wl_um = 20500

[critical_path]
timing.critical_path.mode_cell = "ha_1"
arrival_ns = 14.43
crit_path_max_fanout = 35
worstSetupPathType = "in -> reg"
required_ns = 15.76
crit_path_end_kind = "flip-flop"
worst_path_max_delay_cell = "a32oi_1"
crit_path_start_kind = "input port"
critPathMaxStageDelay_ns = 0.68

[logic_synthesis]
synthFlopType = "dfxtp_1"
async_flop_share = 0
yosysWarnings = 1
enable_flop_cells = 0
synth_area_um2 = 8190
synthCells = 1002
avgSynthCellArea_um2 = 8.17
yosys_area_um2 = 8190
synth_cell_type_count = 86
ys.flops = 144
ys_seq_share = 0.352
yosysCellCount = 1002

[sta]
hold_ws_ns = 0.456
grt_setup_unrepaired = "false"
clock_skew_ns = 0.0116
setup_viol = 0
finalCritPeriodShare = 0.913
hold_violations = 0
slew_viol_final = 0
relSlewSlack = 0.403
finalSetupTns_ns = 0
worst_pin_slew_ns = 0.889
layout_min_cycle_time_ns = 14.07
max_freq_mhz = 71.1

[floorplan]
core_area_um2 = 19800
fp.dieH_um = 145
fp_util = 0.414
ioPinCount = 20
dieArea_um2 = 21000
die_w_um = 145
row_count = 51

[global_routing]
grtUsageTotal = 0.202
grt_overflow_total = 0
grt_pass1_vias = 6475
antenna_found_initial = 0
grt_pass1_wl_um = 34100
grt_max_degree = 59

[cts]
insertion_delay_ns = 0.42
cts_post_setup_buffers_inserted = 0
cts_hold_buf = 0
cts_buffers = 17
clockRootBuffer = "clkbuf_16"
cts.clk_slew.worst_paths_ns = 0.06
cts.sink_count = 144
clockBufferDepth = 2
cts-resized-gates = 0
cts_tree = "done"
h-tree-depth = 4

[job]
cap_violations = 0
warnings = 28

[placement]
dp_hpwl_um = 14500
portBuffers = 19
gp_congestion = 0.977

[finish]
num-fill-cells = 1883
area_growth_pct = 10.9
drive_above_1_share = 0.0821

[pwr]
ir_worst_vdd_uv = 82.1
p_per_area_nw_per_um2 = 148
p_leak_nw = 3.48

[hold_path]
hold_path.class = "reg -> reg"
## flip-flops by register name, indices dropped and copies added, names as in the netlist
signal   cells
count       32
SDCtrl       1
time0        4
stale20     32
time1        4
timer        7
stale5      32
stale10     32
## layout by cell type, fill, tap and decap left out, drive strengths merged, types with 15 or more instances in the layout
cell type      instances
dfxtp                144
nand2                110
and2                  77
nor2                  67
o21ai                 57
nand3                 45
nor4                  44
and4                  42
a21oi                 35
nor3                  32
xnor2                 25
nand4                 23
inv                   21
xor2                  19
clkdlybuf4s50         18
clkbuf                17
and3                  15
## path summary, 6_finish.rpt
check | startpoint | end | slack (ns) | cells past startpoint
worst max-delay path | reset | stale5[20] | 1.33 | 41
worst min-delay path | stale20[10] | stale20[10] | 0.46 | 1
worst min register to register | stale20[10] | stale20[10] | 0.46 | 1
worst max register to register | count[0] | stale5[20] | 3.85 | 40
## cell type report
class	count	area [um^2]	area share
tap	265	332	0.0365
clock inverter	15	176	0.0194
clock buffer	17	425	0.0469
timing repair buffer	26	238	0.0262
inverter	14	52.6	0.00579
sequential	144	2880	0.318
multi-input combinational	783	4970	0.548
## cell families after synthesis
family	count (synthesis)	synth area share
flops	144	0.352
fa+ha+maj	13	0.0199
xor+xnor	44	0.0471
mux	21	0.0269
compound gates	192	0.158
simple gates	513	0.355
buf+inv	75	0.0408
## critical path, delay by kind of cell
family	cells	cell delay [ns]
compound gates	10	2.44
fa+ha+maj	5	1.83
buf+inv	4	0.79
xor+xnor	2	0.42
mux	1	0.17
simple gates	19	5.64
## where the power goes
part           total [mW]  switching (mW)  internal [mW]  leakage (nW)
Sequential          0.442          0.0446          0.398          1.17
Clock               0.417           0.173          0.244         0.295
Combinational       0.485           0.276          0.209          2.02
Total                1.34           0.493          0.851          3.48
## per-stage QoR
| step | setup WS, ns | instances | total power [mW] | cell area, um^2 | utilization |
|---|---|---|---|---|---|
| 2_1_floorplan | 1.35 | 1002 | 0.787 | 8190 | - |
| 3_3_place_gp | 1.40 | 1232 | 0.933 | 8480 | 0.428 |
| 3_5_place_dp | 1.06 | 1232 | 0.926 | 8480 | 0.428 |
| 4_1_cts | 1.45 | 1264 | 1.35 | 9080 | 0.459 |
| 5_1_grt | 0.327 | 1264 | 1.43 | 9080 | 0.459 |
| 6_report | 1.33 | 1264 | 1.34 | 9080 | 0.459 |
## synth_stat cells, types with 3 or more instances
cell type	count	area share
o21bai_1	3	0.0028
xor2_1	19	0.020
mux2i_1	13	0.016
o211ai_1	6	0.0055
a21oi_2	3	0.0032
o31ai_1	11	0.010
clkbuf_1	46	0.021
nand2b_1	10	0.0076
a21o_1	12	0.011
inv_1	14	0.0064
or4_1	10	0.0092
o2111ai_1	3	0.0032
buf_6	5	0.0069
dfxtp_1	144	0.35
o21a_1	4	0.0037
mux2_2	5	0.0069
or2_2	9	0.0069
buf_2	5	0.0031
a211oi_1	3	0.0028
a31o_2	4	0.0043
or3_1	11	0.0084
o22ai_1	3	0.0023
nand3_1	44	0.027
and3_1	15	0.011
ha_1	13	0.020
mux2_1	3	0.0041
nor3b_1	3	0.0028
nor2_1	66	0.030
nor2b_1	5	0.0038
a21boi_0	5	0.0046
xnor2_1	25	0.027
a31oi_1	8	0.0061
and2_1	75	0.057
a21oi_1	32	0.020
nand4_1	21	0.016
o21ai_1	6	0.0037
a2bb2oi_1	3	0.0032
nand2_1	109	0.050
and4_1	41	0.044
o221ai_1	3	0.0032
o21ai_0	51	0.031
nor4_1	41	0.031
nor3_1	30	0.018
## routing by layer
| layer | track usage | wire [um] | up-vias | part of all wire |
|---|---|---|---|---|
| met5 | 0 | 0 | - | 0 |
| met2 | 0.275 | 8130 | 271 | 0.40 |
| met3 | 0.0356 | 1400 | 19 | 0.069 |
| li1 | - | - | 3647 | - |
| met4 | 0.0279 | 255 | 0 | 0.012 |
| met1 | 0.340 | 10700 | 3296 | 0.52 |
Power figures rest on the tool's default switching activity, not on a simulated workload.
