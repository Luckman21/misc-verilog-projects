[run.sh]
#!/bin/bash
# OpenROAD 26Q1-2900-gdf79404cd8, Yosys 0.63+post, stock flow scripts
make -C /OpenROAD-flow-scripts/flow DESIGN_CONFIG=/design/flow/config.mk WORK_HOME=/design/flow/orfs finish
[config.mk]
export PLATFORM = sky130hd
export DESIGN_NAME = Lab5
export DESIGN_NICKNAME = Lab5
export VERILOG_FILES = /design/flow/design.v
export SDC_FILE = /design/flow/constraint.sdc
export NUM_CORES = 4
export LEC_CHECK = 1
export CORE_UTILIZATION = 30
[constraint.sdc]
current_design Lab5

set clk_period 12.5
set clk_io_pct 0.2

create_clock -name clk0 -period $clk_period [get_ports {sys_clk}]

set non_clock_inputs [all_inputs -no_clocks]
set_input_delay [expr $clk_period * $clk_io_pct] -clock clk0 $non_clock_inputs
set_output_delay [expr $clk_period * $clk_io_pct] -clock clk0 [all_outputs]
[design.v]
module Lab5(input sys_clk, input [5:0] num, input [1:0] op, input do_op, input reset, output [6:0] HEX1, output [6:0] HEX0);
int top = 0;
int bottom = 0;
reg [5:0] stack[0:15]; 
reg [5:0] current = 6'b0;
reg stale = 1'b0;
reg [22:0] count = 23'd0;
parameter D = 5000000;
assign HEX1[0] = ((current >= 6'd10 && current < 6'd20) || (current >= 6'd40 && current < 6'd50));
assign HEX1[1] = (current >= 6'd50);
assign HEX1[2] = (current >= 6'd20 && current < 6'd30);
assign HEX1[3] = ((current >= 6'd10 && current < 6'd20) || (current >= 6'd40 && current < 6'd50));
assign HEX1[4] = ((current >= 6'd10 && current < 6'd20) || (current >= 6'd30 && current < 6'd60));
assign HEX1[5] = (current >= 6'd10 && current < 6'd40);
assign HEX1[6] = (current >= 6'd0 && current < 6'd20);
assign HEX0[0] = (current % 6'd10 == 1 || current % 6'd10 == 4);
assign HEX0[1] = (current % 6'd10 == 5 || current % 6'd10 == 6);
assign HEX0[2] = (current % 6'd10 == 2);
assign HEX0[3] = (current % 6'd10 == 1 || current % 6'd10 == 4 || current % 6'd10 == 7);
assign HEX0[4] = ~(current % 6'd10 == 0 || current % 6'd10 == 2 || current % 6'd10 == 6 || current % 6'd10 == 8);
assign HEX0[5] = (current % 6'd10 == 1 || current % 6'd10 == 2 || current % 6'd10 == 3 || current % 6'd10 == 7);
assign HEX0[6] = (current % 6'd10 == 0 || current % 6'd10 == 1 || current % 6'd10 == 7);
always @ (posedge sys_clk) begin
	if (!reset) begin
		for (int i = 0; i < 6; i++) begin
			for (int j = 0; j < 16; j++) begin
				stack[i][j] <= 6'b0;
			end
		end
		current <= 0;
		top <= 0;
		stale <= 0;
		count <= 0;
	end
	else if (stale) begin
		if (count == D) begin
			stale <= 0;
			count <= 0;
		end
		else begin
			count <= count + 1;
		end
	end
	else if (!do_op && !stale) begin
		stale <= 1;
		if (op[1] == 1'b1 && op[0] == 1'b0 && top < 15) begin
			stack[5][top] <= num[5];
			stack[4][top] <= num[4];
			stack[3][top] <= num[3];
			stack[2][top] <= num[2];
			stack[1][top] <= num[1];
			stack[0][top] <= num[0];
			current <= (32 * num[5]) + (16 * num[4]) + (8 * num[3]) + (4 * num[2]) + (2 * num[1]) + (1 * num[0]);
			top = top + 1;
		end
		else if (op[1] == 1'b0 && op[0] == 1'b1) begin
			if (top > 0) begin
				top = top - 1;
			end
			stack[5][top] <= 0;
			stack[4][top] <= 0;
			stack[3][top] <= 0;
			stack[2][top] <= 0;
			stack[1][top] <= 0;
			stack[0][top] <= 0;
			current <= (32 * stack[5][top]) + (16 * stack[4][top]) + (8 * stack[3][top]) + (4 * stack[2][top]) + (2 * stack[1][top]) + (1 * stack[0][top]);
		end
	end
end
endmodule
==> run_results.csv <==
group,metric,value,unit
outcome,status,"finished clean",
setup_path,worstPathArrival,7.80,ns
clock_network,post_cts_buffers,0,
sta,hold_viol,0,
setup_path,endpoint_kind,"flop",
global_route,grt_max_degree,62,
run,drv.max_cap_violation_count,0,
routing,drcViolationCount,0,
clock_network,cts_root_buffer,"clkbuf_16",
floorplan,die_y,175,um
floorplan,fp_util,0.304,
routing,wire_per_inst,18.1,um
placed_design,dp.final_hpwl,21200,um
setup_path,setup.worst_path.start_class,"flop",
yosys,ys_chip_area,9000,um^2
global_route,antenna_found_initial,0,
routing,drt_wl_total,29800,um
clock_network,cts-buffers-inserted,9,
clock_network,holdBufCountCts,0,
routing,num_vias,9680,
min_path,min_path_type,"flop to flop",
sta,tns,0,ns
sta,final-max-slew-violation-count,0,
sta,rsz0062_at_grt,"no",
floorplan,num_io_pins,25,
clock_network,clock_sinks,98,
sta,setup_ws,4.95,ns
clock_network,h-tree-depth,3,
routing,highest_layer,"met4",
routing,met3_length,2290,um
clock_network,clock_path_buffers,2,
sta,period_used_share,0.604,
floorplan,rows,63,
sta,setup_viol,0,
yosys,syn_area_per_cell,6.96,um^2
sta,max_freq,0.132,GHz
floorplan,chipWidth,175,um
global_route,grt_overflow_total,0,
yosys,flop_cell,"dfxtp_1",
yosys,ys_cells,1292,
yosys,synth_cell_types,76,
placed_design,gp_congestion,0.965,
setup_path,reg2reg_slack,4.95,ns
placed_design,dp_cells,1633,
yosys,synth-warning-count,182,
setup_path,r2r_cells,19,
setup_path,reg2reg_from,"top[5]",
global_route,grt_usage,0.199,
setup_path,required,12.75,ns
routing,diodes,0,
routing,wl_met2,13100,um
routing,avgViaCountPerCell,5.87,
run,warning_count,32,
final_layout,drive_gt1_frac,0.0612,
yosys,synthCells,1292,
final_layout,synthToLayoutAreaGrowth,9.47,%
clock_network,cts_tree,"done",
sta,slew_headroom,0.326,
setup_path,r2r_end,"stack[5][0]",
setup_path,path_max_fanout,19,
yosys,async_reset_ff_frac,0,
floorplan,core_area,29600,um^2
sta,skew,0.0123,ns
sta,tightestPinTransition,1.00,ns
routing,drt_iter0_drc,903,
clock_network,clock_latency,0.37,ns
clock_network,cts-resized-gates,0,
yosys,ys_seq_elements,98,
floorplan,chipArea,30700,um^2
routing,antenna_left,0,
final_layout,layout_top_cells,"nor2_1 (131), nand2_1 (130), dfxtp_1 (98), a21oi_1 (86), o21ai_0 (77)",
yosys,ys_seq_frac,0.218,
setup_path,crit_type,"flop to flop",
clock_network,path_clk_slew,0.08,ns
routing,firstDrtPassIters,5,
placed_design,io_buffers,24,
yosys,synth-edff-count,0,
setup_path,crit_start,"top[5]",
global_route,grt_pass1_wl,48700,um
routing,wl_met1,13600,um
final_layout,lay_top_count,"nor2_1",
yosys,syn_area,9000,um^2
min_path,hold_path_depth,2,
setup_path,endpoint,"stack[5][0]",
sta,finalCriticalPeriod,7.55,ns
final_layout,stdcell_count,1649,
global_route,grt_pass1_vias,8710,
placed_design,post-place-ws,5.23,ns
[worst min path at each step]
stage	start	endpoint	slack, ns
6_report	stack[0][3]	stack[0][3]	0.47
5_1_grt	stack[4][3]	stack[4][3]	0.49
4_1_cts	stack[0][3]	stack[0][3]	0.47
[cells in the mapped netlist, drive strengths merged (9+ instances only)]
cell	instances	share of area
a211oi	22	0.019
nor4	31	0.027
nand2	130	0.054
nand3	61	0.034
and4	12	0.012
and3	15	0.010
o211ai	13	0.011
ha	14	0.019
a31o	12	0.012
nor4b	10	0.0097
a22oi	12	0.010
inv	37	0.015
nor3	58	0.032
xnor2	60	0.058
a21oi	86	0.048
dfxtp	98	0.22
xor2	36	0.035
a22o	13	0.013
buf	18	0.011
a31oi	18	0.016
or3	25	0.017
clkbuf	81	0.034
o21ai	86	0.048
nor2	131	0.055
nand2b	14	0.0097
or4	17	0.014
o22ai	10	0.0070
nand4	30	0.021
nor3b	9	0.0075
and2	13	0.0090
o31ai	10	0.0083
[metal layers]
| metal | global-route usage | up-vias |
|---|---|---|
| li1 | - | 4686 |
| met5 | 0 | - |
| met1 | 0.294 | 4563 |
| met3 | 0.0379 | 64 |
| met4 | 0.0507 | 0 |
| met2 | 0.298 | 367 |
[registers in the layout, indices dropped and copies added, names as in the netlist]
register,cells
count,23
current,6
stack,36
stale,1
top,32
[critical path: stages, from the launching register on]
cell and delay [ns]:
dfxtp_1 0.55, nor4_4 0.89, nand3_1 0.59, nor3_1 0.31, nand3_1 0.14, ha_1 0.29, nand2_1 0.11, a21boi_1 0.69
clkinv_1 0.51, ha_1 0.40, and3_1 0.20, xor2_1 0.30, o32ai_1 0.37, a22oi_1 0.13, a21oi_1 0.30, o211ai_1 0.20
a21oi_1 0.16, and4_1 0.73, a31oi_4 0.23, a22o_1 0.28
[through the flow]
step	utilization	hold slack (ns)	cell area (um^2)
5_1_grt	0.333	0.494	9850
6_report	0.333	0.468	9850
4_1_cts	0.333	0.468	9850
3_5_place_dp	0.322	0.456	9530
2_1_floorplan	-	0.431	9000
3_3_place_gp	0.322	0.451	9530
[cell type report]
class | count | area (um^2)
fill | 3123 | 19700
tap | 390 | 488
sequential | 98 | 1960
inverter | 39 | 146
clock inverter | 6 | 83.8
multi-input combinational | 1056 | 6490
timing repair buffer | 50 | 435
clock buffer | 10 | 239
[kinds of logic after synthesis]
| family | count (synthesis) | synth area share |
|---|---|---|
| adders and majority gates | 15 | 0.0206 |
| buffers and inverters | 138 | 0.0612 |
| DFF | 98 | 0.218 |
| xor gates and xnor gates | 96 | 0.0934 |
| AOI/OAI and AO/OA | 342 | 0.250 |
| muxes | 6 | 0.00668 |
| and+or+nand+nor | 597 | 0.350 |
